`design/flow/run.sh`:
```
#!/bin/bash
# OpenROAD 26Q1-2900-gdf79404cd8, Yosys 0.63+post, stock flow scripts
make -C /OpenROAD-flow-scripts/flow DESIGN_CONFIG=/design/flow/config.mk WORK_HOME=/design/flow/orfs finish
```
`design/flow/config.mk`:
```
export PLATFORM = sky130hd
export DESIGN_NAME = prga
export DESIGN_NICKNAME = prga
export VERILOG_FILES = /design/flow/design.v
export SDC_FILE = /design/flow/constraint.sdc
export NUM_CORES = 4
export LEC_CHECK = 1
export CORE_UTILIZATION = 50
```
`design/flow/constraint.sdc`:
```
current_design prga

set clk_period 13.9
set clk_io_pct 0.2

create_clock -name clk0 -period $clk_period [get_ports {clk}]

set non_clock_inputs [all_inputs -no_clocks]
set_input_delay [expr $clk_period * $clk_io_pct] -clock clk0 $non_clock_inputs
set_output_delay [expr $clk_period * $clk_io_pct] -clock clk0 [all_outputs]
```
`design/flow/design.v`:
```
module prga (
    input logic rst_n,
    input logic clk,
    output logic rdy,
    input  logic en,
    output logic [7:0] s_addr,
    input logic [7:0] s_dout,
    output logic [7:0] s_din,
    output logic s_wren,
    output logic [7:0] ct_addr,
    input  logic [7:0] ct_dout,
    output logic [7:0] pt_addr,
    output logic [7:0] pt_din,
    output logic pt_wren
);
  typedef enum {
    RESET,
    ADDR_LENGTH,
    FETCH_LENGTH,
    COPY_LENGTH,
    UPDATE_I,
    ADDR_SI,
    FETCH_SI,
    COPY_SI,
    UPDATE_J,
    ADDR_SJ,
    FETCH_SJ,
    COPY_SJ,
    STORE_SI,
    STORE_SJ,
    ADDR_PAD,
    FETCH_PAD,
    COPY_PAD,
    ADDR_CT,
    FETCH_CT,
    STORE_PT,
    DONE
  } prga_step_t;
  prga_step_t current_step, next_step;
  logic [7:0] i, j, k, len, si, sj, pad;
  always_ff @(posedge clk or negedge rst_n) begin
    if (~rst_n) current_step <= RESET;
    else current_step <= next_step;
  end
  always_comb begin
    case (current_step)
      RESET:
      if (en) next_step = ADDR_LENGTH;
      else next_step = RESET;
      STORE_PT:
      if (k == len) next_step = DONE;
      else next_step = UPDATE_I;
      DONE: next_step = RESET;
      default: next_step = prga_step_t'(current_step + 1);
    endcase
  end
  always_ff @(posedge clk or negedge rst_n) begin
    if (~rst_n) begin
      i   <= 0;
      j   <= 0;
      k   <= 0;
      len <= 0;
      si  <= 0;
      sj  <= 0;
      pad <= 0;
    end else begin
      case (next_step)
        RESET: begin
          i   <= 0;
          j   <= 0;
          k   <= 0;
          len <= 0;
          si  <= 0;
          sj  <= 0;
          pad <= 0;
        end
        ADDR_LENGTH: begin
          ct_addr <= 0;
          pt_addr <= 0;
          pt_wren <= 0;
          pt_din  <= 0;
          s_addr  <= 0;
          s_wren  <= 0;
          s_din   <= 0;
        end
        FETCH_LENGTH: begin
        end
        COPY_LENGTH: begin
          len <= ct_dout;
          pt_addr <= 0;
          pt_wren <= 1;
          pt_din <= ct_dout;
        end
        UPDATE_I: begin
          i <= (i + 1) % 256;
          pt_wren <= 0;
        end
        ADDR_SI: begin
          s_wren <= 0;
          s_addr <= i;
        end
        FETCH_SI: begin
        end
        COPY_SI: begin
          si <= s_dout;
        end
        UPDATE_J: begin
          j <= (j + si) % 256;
        end
        ADDR_SJ: begin
          s_wren <= 0;
          s_addr <= j;
        end
        FETCH_SJ: begin
        end
        COPY_SJ: begin
          sj <= s_dout;
        end
        STORE_SI: begin
          s_wren <= 1;
          s_addr <= j;
          s_din  <= si;
        end
        STORE_SJ: begin
          s_wren <= 1;
          s_addr <= i;
          s_din  <= sj;
        end
        ADDR_PAD: begin
          s_wren <= 0;
          s_addr <= (si + sj) % 256;
        end
        FETCH_PAD: begin
        end
        COPY_PAD: begin
          pad <= s_dout;
        end
        ADDR_CT: begin
          ct_addr <= k + 1;
        end
        FETCH_CT: begin
        end
        STORE_PT: begin
          pt_addr <= k + 1;
          pt_din <= pad ^ ct_dout;
          pt_wren <= 1;
          k <= k + 1;
        end
        DONE: begin
          pt_wren <= 0;
        end
        default: begin
        end
      endcase
    end
  end
  assign rdy = (current_step == RESET);
endmodule
```
==> qor.csv <==
metric,value,unit
I/O Buffers,61,
Synth Flop Type,dfrtp_1,
DRC violations left,0,
post-synthesis cell area,7350,um2
die area,15200,um2
Mean Syn Cell Area,10.3,um2
top cell type's share of synthesized area,0.299,
CTS root buffer,clkbuf_16,
Antenna Nets Post-Route,0,
Worst Hold Class,reg2reg,
post-CTS setup buffer count,0,
Synth area leader,dfrtp_1,
initial antenna violation count,0,
Setup CP Type,reg2out,
Comb area,3500,um2
total gr overflow,0,
diode count,0,
Worst R2R Path Depth,10,
Register Area,3460,um2
CTS Buf Count,17,
FP Util,0.522,
Initial DRC Count,416,
Slew @ Worst Pin,784,ps
total track usage,0.253,
highest clock rate,0.187,GHz
maximum vdd drop,0.000151,V
YS chip area,7350,um2
maximum clock insertion buffer count,2,
Post-Syn Instances,717,
Main area contributors,"dfrtp_1 (30%), edfxtp_1 (17%), xnor2_1 (4.0%)",
Die Span Y,123,um
WL/cell,17.8,um
reg2reg end,ct_addr[4],
Layout area overhead,18.6,%
Routed WL,17000,um
placed cell areas,8060,um2
CTS tree,done,
CTS Hold Buffers Added,0,
Cell variety after synth,63,
fillcell total,1122,
clk_skew,5.50,ps
row cnt,43,
Final Max Tran Viols,0,
r2r setup slk,9570,ps
OpenROAD warning count,27,
DR vias/cell,5.93,
maximum fanout along the worst path,8,
HPWL after DPL,11800,um
minimum clock period,5360,ps
Post-CTS Resized,0,
H-Tree Depth,4,
first-pass GRT wire length,28000,um
Cell Pwr Density,206,nW/um2
Late-Pin Clk Latency,410,ps
max_cap viols,0,
# Cells Yosys,717,
Final Instance Area,8720,um2
final RePlAce weighted congestion,0.881,
RSZ-0062 raised after global routing,false,
yosys warns,1,
final period utilization,0.385,
core area,14100,um2
Clock transition at path regs,60,ps
status,"finished, final reports clean",
Leakage Power,3.72,nW
# IOs,62,
Die X,123,um
Yosys reg bits,130,
Setup Viol. Count Final,0,
Critical Path RT,11120,ps
TNS Setup,0,ps
Hold EP,j[7],
WP data arrival,2580,ps
hold depth,1,
Pre-antenna DRT Iters,5,
startpoint of the worst hold path,j[7],
vias in the first global route,5411,
Hold Fails Final Rpt,0,
fraction of layout cells with a size suffix above 1,0.0928,
Startpoint Class,register,
"FFs w/ async S/R, synth",0.677,
largest net degree at the start of global routing,55,
reg-to-reg startpoint,current_step[0],
register share after synthesis,0.471,
Setup crit end kind,output pin,
number of flops mapped to enable cells by yosys,42,
clock sinks,130,
max_slew headroom,0.474,
total number of vias,5665,
==> final cells by class <==
class / instances / area share
clock buffers: 18 / 0.0492
clock inverters: 14 / 0.0271
inverters: 55 / 0.0237
multi-input cells: 491 / 0.401
flip-flops and latches: 130 / 0.397
well taps: 180 / 0.0258
repair buffers: 68 / 0.0757
==> flip-flops by register name, indices dropped and copies added (netlist names) <==
register	cells
current_step	32
ct_addr	8
i	8
j	8
k	8
len	8
pad	8
pt_addr	8
pt_din	8
s_addr	8
s_din	8
si	8
sj	8
pt_wren	1
s_wren	1
==> cell usage in the layout (no fill, tap or decap), drive strengths merged, types with 19 or more instances in the layout <==
master / Yosys / final
nand2: 42 / 42
xnor2: 34 / 34
clkdlybuf4s50: 0 / 60
dfrtp: 88 / 88
o31a: 19 / 19
edfxtp: 42 / 42
nor2: 38 / 38
xor2: 23 / 23
nand3: 31 / 31
nand4: 21 / 21
o21ai: 20 / 20
inv: 55 / 55
==> synth_stat cells, drive strengths merged (16+ instances only) <==
cell    count
and3       18
dfrtp      88
inv        55
xor2       23
mux2       16
nor4       16
clkbuf     27
o31a       19
o21ai      20
nand2      42
nand3      31
xnor2      34
nor3       16
nand4      21
ha         18
nor2       38
edfxtp     42
==> worst max path at each step <==
stage,from,end,cells after the start
4_1_cts,current_step[9],rdy,6
5_1_grt,current_step[9],rdy,6
6_report,current_step[9],rdy,6
==> per-stage QoR <==
step           worst slack [ps]  utilization  instances  hold slack [ps]  total power, W
2_1_floorplan              9260            -        717              448         0.00106
3_3_place_gp               8380        0.572        924              465         0.00128
3_5_place_dp               8340        0.572        924              480         0.00129
4_1_cts                    8550        0.619        956              487         0.00181
5_1_grt                    8400        0.619        956              494         0.00191
6_report                   8540        0.619        956              488         0.00180
==> power breakdown <==
| part | switching [W] | internal, W |
|---|---|---|
| clock network | 0.000165 | 0.000336 |
| logic | 0.000418 | 0.000283 |
| registers | 0.0000792 | 0.000514 |
==> worst max-delay path: stages (launching register included) <==
cell,delay [ps]
dfrtp_1,480
nor4_1,330
and4_1,340
and2_1,200
nand2_1,60
nor3_1,240
clkdlybuf4s50_1,520
==> logic make-up (layout without fill, tap and decap cells) <==
family,Yosys count,after routing,synth area share
AOI/OAI and AO/OA,149,149,0.154
xor gates and xnor gates,57,57,0.0679
adders and majority gates,20,20,0.0361
buffers and inverters,96,155,0.0527
DFF,130,130,0.471
muxes,30,30,0.0436
and+or+nand+nor,235,235,0.175
==> metal layers <==
metal | vias to the layer above | share of wire | global-route usage
li1 | 2732 | - | -
met1 | 2765 | 0.47 | 0.409
met2 | 149 | 0.47 | 0.377
met3 | 19 | 0.052 | 0.0607
met4 | 0 | 0.013 | 0.0279
met5 | - | 0 | 0
No activity file was given, so power comes from the tool's default toggle rates.
