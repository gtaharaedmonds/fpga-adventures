File: flow/config.mk
export PLATFORM = sky130hd
export DESIGN_NAME = mac
export DESIGN_NICKNAME = mac
export VERILOG_FILES = /design/flow/design.v
export SDC_FILE = /design/flow/constraint.sdc
export NUM_CORES = 4
export LEC_CHECK = 1
export CORE_UTILIZATION = 40
File: flow/constraint.sdc
current_design mac

set clk_period 8.3
set clk_io_pct 0.2

create_clock -name clk0 -period $clk_period [get_ports {clk}]

set non_clock_inputs [all_inputs -no_clocks]
set_input_delay [expr $clk_period * $clk_io_pct] -clock clk0 $non_clock_inputs
set_output_delay [expr $clk_period * $clk_io_pct] -clock clk0 [all_outputs]
File: flow/design.v
module mac (
    input logic rst_n,
    input logic clk,
    input logic run,
    input logic [7:0] weight_in,
    output logic [7:0] weight_out,
    input logic load_weight,
    input logic swap_weights,
    input  logic [7:0] data_in,
    output logic [7:0] data_out,
    input  logic [31:0] acc_in,
    output logic [31:0] acc_out
);
  logic [7:0] weight_buf[2];
  logic active_weight;
  always_ff @(posedge clk or negedge rst_n) begin
    if (~rst_n) begin
      weight_buf[0] <= 0;
      weight_buf[1] <= 0;
    end else if (load_weight) begin
      weight_buf[~active_weight] <= weight_in;
      weight_out <= weight_in;
    end
  end
  always_ff @(posedge clk or negedge rst_n) begin
    if (~rst_n) begin
      active_weight <= 1;
    end else if (swap_weights) begin
      active_weight <= ~active_weight;
    end
  end
  always_ff @(posedge clk or negedge rst_n) begin
    if (~rst_n) begin
      acc_out  <= 0;
      data_out <= 0;
    end else if (run) begin
      acc_out  <= weight_buf[active_weight] * data_in + acc_in;
      data_out <= data_in;
    end
  end
endmodule
File: flow/run.sh
#!/bin/bash
# OpenROAD 26Q1-2900-gdf79404cd8, Yosys 0.63+post, stock flow scripts
make -C /OpenROAD-flow-scripts/flow DESIGN_CONFIG=/design/flow/config.mk WORK_HOME=/design/flow/orfs finish
==> summary.rpt <==
FLOW METRICS REPORT
----------------------------------------------------
[Final timing]
  Slew at the pin with the worst max-slew slack ........................ 0.7372 ns
  Setup repair after global routing missed its margin ........................ false
  Part of the cycle the worst path needs ........................ 0.7607
  Max-slew violation count ........................ 0
  Clock period minus worst slack ........................ about 6.3 ns
  Final setup margin ........................ 1.986 ns
  Finish-stage setup viols ........................ 0
  Final setup TNS ........................ 0 ns
  Slew HR ........................ 0.4945
  Final hold viol count ........................ 0
  Clock Skew ........................ around 0.0061 ns
  Maximum operating frequency ........................ 0.1584 GHz

[Clocking]
  Number of hold buffers added after cts ........................ 0
  Clk slew on worst S/H paths ........................ 0.06 ns
  Clock tree sinks ........................ 65
  Longest Clk Path Bufs ........................ 2
  TritonCTS buffer count ........................ 9
  Clock root cell ........................ clkbuf_16
  Setup bufs post-CTS ........................ 0
  Clock latency on the worst-skew pair ........................ between 0.3 and 0.4 ns
  CTS tree ........................ built
  CTS H-tree lvls ........................ 3
  PostCTS Resize Cnt ........................ 0

[Synth]
  Number of synthesized flops with an enable pin ........................ 8
  Most common library cells after synthesis ........................ 101 x inv_1, 56 x dfrtp_1, 56 x nand2_1
  Largest cells by area ........................ dfrtp_1 25%, fa_1 18%, ha_1 9.0%
  Synth Seq Share ........................ 0.2925
  Post-synthesis chip area from yosys ........................ 0.005702 mm²
  Cell count after synthesis ........................ 582
  Synth warn ........................ 2
  Mean post-synth cell area ........................ around 10 µm²
  Synth Cell Area ........................ 0.005702 mm²
  Share of Yosys cell area claimed by the top area cell type ........................ 0.2458
  Distinct cell type count after synthesis ........................ ~58
  Flops after synth ........................ 65
  Cell type with the largest total area after synthesis ........................ dfrtp_1
  Most frequent cell after synthesis ........................ inv_1
  Most frequently used flop master after synthesis ........................ dfrtp_1
  Async SR Flop Fraction ........................ 0.8769
  Number of standard cells reported by yosys ........................ 582

[Setup path]
  CP cell instances ........................ clkdlybuf4s50_1 > and2_1 > fa_1 > fa_1 > fa_1 > inv_1 > fa_1 > inv_1 > ha_1 > nand2_1 > nor4_1 > nor2_1 > a2111oi_2 > nand4b_1 > nand3_1
  Crit path kind ........................ primary input to register
  Data required time at the worst endpoint ........................ 8.52 ns
  Crit path capture type ........................ register
  Crit path buf inv count ........................ 3
  Critical path startpoint category ........................ primary input
  Cell family with most CP delay ........................ adder cells
  Cell occurring most often along the worst timing path ........................ fa_1
  Delay contributed by the slowest stage of the critical path ........................ 0.70 ns
  Worst EP arrival ........................ 6.53 ns
  Cell with the biggest individual delay on the critical path ........................ clkdlybuf4s50_1
  Crit path max fanout ........................ 9

[Place]
  Placement Setup Slack ........................ approximately 1.6 ns
  Final weighted congestion in routability-driven placement ........................ ~0.84
  Placed cells ........................ 848
  Port-buffer cells ........................ roughly 100
  HPWL Detailed ........................ between 10000 and 15000 µm
  Cell area after placement ........................ roughly 0.0069 mm²

[Floorplan]
  I/O Pins ........................ 101
  Die outline area ........................ 0.01474 mm²
  Die width ........................ 121.4 µm
  Die Span Y ........................ 121.4 µm
  Core ar. ........................ 0.01388 mm²
  Row Count ........................ 43
  Fp_density ........................ 0.4108

[Global route]
  Number of antenna violations at the first check in global routing ........................ 0
  Wire length of the first global-routing pass ........................ 22830 µm
  Total global-route track usage ........................ 0.2058
  Global route total overflow ........................ 0
  Largest net degree at the start of global routing ........................ around 55
  Via count of the first global-routing pass ........................ 4687

[Routing]
  # diodes ........................ 0
  DRC marker count from the first detailed-route iteration ........................ 169
  Via total after detailed routing ........................ 4456
  DR pass1 iterations ........................ 4
  Number of vias per cell ........................ a little over 5
  Drt wl/cell ........................ 15.11 µm
  Total routed wirelength ........................ 13060 µm
  Number of DRC violations after detailed routing ........................ 0
  Tally of nets with antenna violations remaining after routing ........................ 0

[Final layout]
  Final design instance area without fill ........................ 0.007178 mm²
  Layout cells sized above 1 ........................ 0.1067
  Area used by multi-input combinational logic ........................ 0.003582 mm²
  Filler Cells Inserted ........................ 1277
  Growth of design area from synthesis to finish ........................ 25.89%
  Sequential standard cell area ........................ 0.001668 mm²
  Final Instance Count excl. Fillers ........................ 864

[Job]
  Number of OpenROAD warnings ........................ 25
  Max-Cap Viols ........................ 0

[Hold path]
  Class of the tightest hold or removal check ........................ register to register

[Outcome]
  Result of the run ........................ finished, final reports clean

----------------------------------------------------
-- final cells by class --
type	instances	area share
Clock buffer	9	0.03138
Clock inverter	7	0.01081
Inverter	101	0.05282
Multi-Input combinational cell	398	0.4990
Sequential cell	65	0.2324
Tap cell	180	0.03138
Timing Repair Buffer	104	0.1422
-- cells in the final DEF (no fill, tap or decap), drive strengths merged, types with 17 or more instances in the layout --
cell,instances
inv,103
and2,25
clkdlybuf4s50,98
mux2,42
nand2,56
nand3,17
fa,50
dfrtp,56
a21oi,19
ha,41
-- per-stage QoR --
step                hold slack [ns]  utilization
floorplan                    0.4281            -
global placement             0.4829       0.4953
detailed placement           0.4849       0.4953
CTS                          0.5046       0.5171
global route                 0.5219       0.5171
finish                       0.4998       0.5171
-- final timing paths --
kind                                                    from                           end  slack, ns  cells after the start
worst max-delay path                              data_in[5]       acc_out[28]$_DFFE_PN0P_       1.99                     15
worst min-delay path            weight_buf[0][5]$_DFFE_PN0P_  weight_buf[0][5]$_DFFE_PN0P_       0.50                      1
worst max register to register     active_weight$_DFFE_PN1P_       acc_out[28]$_DFFE_PN0P_       2.71                     16
worst min register to register  weight_buf[0][5]$_DFFE_PN0P_  weight_buf[0][5]$_DFFE_PN0P_       0.50                      1
max in group asynchronous                              rst_n       acc_out[12]$_DFFE_PN0P_       6.18                      2
min in group asynchronous                              rst_n  weight_buf[0][4]$_DFFE_PN0P_       1.19                      1
-- cell families after synthesis --
kind of cell,synth area share
AND-OR/OR-AND,0.1163
XOR/XNOR,0.01536
adder cells (fa/ha/maj),0.2655
buffers and inverters,0.07922
flip-flops,0.2925
multiplexers,0.08646
AND/OR/NAND/NOR,0.1446
-- per-layer routing --
| metal | part of all wire | routed length, µm | track usage |
|---|---|---|---|
| met5 | 0 | 0 | 0 |
| met4 | 0.018 | 238 | 0.02855 |
| met3 | 0.043 | 563 | 0.03023 |
| met2 | 0.48 | 6224 | 0.3335 |
| met1 | 0.46 | 6030 | 0.3115 |
-- flip-flops by register name, indices dropped and copies added (netlist names) --
signal,cells
weight_out,8
active_weight,1
data_out,8
acc_out,32
weight_buf,16
