**design.v**
```verilog
module state_machine (
    input logic clk,
    input logic rst_n,
    input logic [3:0] player_score,
    input logic [3:0] dealer_score,
    input logic [3:0] player_card_3,
    output logic [2:0] deal_player_card,
    output logic [2:0] deal_dealer_card,
    output logic player_win,
    output logic dealer_win
);
  typedef enum logic [7:0] {
    START_GAME,
    DEAL_PLAYER_1,
    DEAL_DEALER_1,
    DEAL_PLAYER_2,
    DEAL_DEALER_2,
    DEAL_PLAYER_3,
    DEAL_DEALER_3,
    SCORE_GAME
  } state_t;
  state_t current_state, next_state;
  logic player_gets_3;
  always_ff @(posedge clk or negedge rst_n) begin
    if (~rst_n) begin
      current_state <= START_GAME;
    end else begin
      current_state <= next_state;
    end
  end
  always_comb begin
    case (current_state)
      START_GAME: next_state = DEAL_PLAYER_1;
      DEAL_PLAYER_1: next_state = DEAL_DEALER_1;
      DEAL_DEALER_1: next_state = DEAL_PLAYER_2;
      DEAL_PLAYER_2: next_state = DEAL_DEALER_2;
      DEAL_DEALER_2: begin
        if (player_score == 4'd9 || player_score == 4'd8) begin
          next_state = SCORE_GAME;
        end else if (player_score <= 5) begin
          next_state = DEAL_PLAYER_3;
        end else if (dealer_score <= 5) begin
          next_state = DEAL_DEALER_3;
        end else begin
          next_state = SCORE_GAME;
        end
      end
      DEAL_PLAYER_3: begin
        if ((dealer_score == 4'd6 && (player_card_3 >= 4'd6 && player_card_3 <= 4'd7)) ||
            (dealer_score == 4'd5 && (player_card_3 >= 4'd4 && player_card_3 <= 4'd7)) ||
            (dealer_score == 4'd4 && (player_card_3 >= 4'd2 && player_card_3 <= 4'd7)) ||
            (dealer_score == 4'd3 && (player_card_3 != 4'd8)) ||
            (dealer_score <= 4'd2)
        ) begin
          next_state = DEAL_DEALER_3;
        end else begin
          next_state = SCORE_GAME;
        end
      end
      DEAL_DEALER_3: next_state = SCORE_GAME;
      SCORE_GAME: next_state = SCORE_GAME;
      default: next_state = START_GAME;
    endcase
  end
  always_comb begin
    player_win = 1'b0;
    dealer_win = 1'b0;
    deal_player_card = 3'b000;
    deal_dealer_card = 3'b000;
    case (next_state)
      DEAL_PLAYER_1: begin
        deal_player_card = 3'b001;
      end
      DEAL_DEALER_1: begin
        deal_dealer_card = 3'b001;
      end
      DEAL_PLAYER_2: begin
        deal_player_card = 3'b010;
      end
      DEAL_DEALER_2: begin
        deal_dealer_card = 3'b010;
      end
      DEAL_PLAYER_3: begin
        deal_player_card = 3'b100;
      end
      DEAL_DEALER_3: begin
        deal_dealer_card = 3'b100;
      end
      SCORE_GAME: begin
        player_win = (player_score >= dealer_score);
        dealer_win = (dealer_score >= player_score);
      end
      default: begin
        player_win = 1'b0;
        dealer_win = 1'b0;
        deal_player_card = 3'b000;
        deal_dealer_card = 3'b000;
      end
    endcase
  end
endmodule
```
**run.sh**
```bash
#!/bin/bash
# OpenROAD 26Q1-2900-gdf79404cd8, Yosys 0.63+post, stock flow scripts
make -C /OpenROAD-flow-scripts/flow DESIGN_CONFIG=/design/flow/config.mk WORK_HOME=/design/flow/orfs finish
```
**config.mk**
```make
export PLATFORM = sky130hd
export DESIGN_NAME = state_machine
export DESIGN_NICKNAME = state_machine
export VERILOG_FILES = /design/flow/design.v
export SDC_FILE = /design/flow/constraint.sdc
export NUM_CORES = 4
export LEC_CHECK = 1
export CORE_AREA = 10 10 81 81
export DIE_AREA = 0 0 91 91
```
**constraint.sdc**
```tcl
current_design state_machine

set clk_period 2.6
set clk_io_pct 0.2

create_clock -name clk0 -period $clk_period [get_ports {clk}]

set non_clock_inputs [all_inputs -no_clocks]
set_input_delay [expr $clk_period * $clk_io_pct] -clock clk0 $non_clock_inputs
set_output_delay [expr $clk_period * $clk_io_pct] -clock clk0 [all_outputs]
```
==> run summary <==
Min Hold Slack -> 0.363 ns
Tot GR Track Use -> 5.30%
CP Capture Type -> primary output
Port bufs -> 21
Sequential fraction of the synthesis area -> 31.0%
RSZ-0062 raised after global routing -> no
Die Wd -> 91 um
Yosys simple share -> 25.0%
Async S/R FF share, synth -> 100%
Worst path required time -> 2.08 ns
Vias in the first global route -> 777
Top cell area share -> 27.0%
Clock root buffer -> clkbuf_8
Flip-flops with a built-in enable -> 0
Post-synth top cells -> nand2_1 (8), dfrtp_1 (7), inv_1 (6)
CTS Buf Count -> 3
Gr ovfl total -> 0
Count of final setup violators -> 0
FA/HA/MAJ Cells, Area Fraction -> 9.44%
Static Leak -> 0.581 nW
Max cap viols -> 0
CTS tree -> built
Cell Type Count -> 35
Flops after synth -> 8
Row count -> 25
H-tree levels -> 1
Final slew viol count -> 0
CP max stage delay -> 0.35 ns
Worst Clk Skew -> 0.00470 ns
CP most frequent cell -> buf_4
Log Warnings -> 25
Full die area -> 8280 um^2
Antenna violations before repair -> 0
Yosys warns -> 1
Hold WC Path Type -> flip-flop to flip-flop
Startpoint Class -> input pin
Global-route wire length before repair -> 3590 um
Critical path peak fanout -> 4
Setup Crit Path Kind -> input pin to primary output
Largest net degree at the start of global routing -> 9
Crit path DAT -> 1.99 ns
Worst-path clk slew -> 0.04 ns
Sum Neg Setup Slack -> 0 ns
Max Clock Freq -> 0.399 GHz
Vias -> 721
Ys flop type -> dfrtp_1
Total wire length -> 2130 um
Crit-path cells -> clkdlybuf4s15_2 > maj3_2 > a21oi_4 > buf_4 > buf_4 > o221ai_2 > nor3_4 > buf_2
Synth Area in XOR/XNOR -> 0%
Power per cell area -> 330 nW/um^2
DRT iter0 DRCs -> 50
Aoi share -> 30.4%
Vias per cell -> 3.86
Clock latency on the worst-skew pair -> 0.23 ns
Post-DR wirelength/cell -> 11.4 um
Clock Path Buffers -> 2
Top reg by flops -> current_state
Critical path's slowest cell -> maj3_2
Min cycle time layout -> 2.51 ns
Flip-flop count of the largest register after layout -> 8
Gate Count Post-Synth -> 72
Pre-Repair DR Iteration Count -> 2
Overall Power -> 0.409 mW
DRC -> 0
Die height -> 91 um
Yosys Chip Area -> 649 um^2
Synth mux share -> 0%
Antenna Nets Post-Route -> 0
Final period util -> 96.5%
CTS Hold Bufs -> 0
Clk sinks -> 8
Synthesized area per cell -> 9.02 um^2
DP HPWL -> 1720 um
Ports -> 22
Number of cells in Yosys stat -> 72
Final Hold Fails -> 0
Peak supply drop -> 0.000154 V
Fin util -> 25.7%
Ant diodes -> 0
Yosys top cell by area -> dfrtp_1
Placer Congestion -> 0.783
Top Registers -> current_state: 8 flops
Synth top area cells -> dfrtp_1 (27%), ha_1 (7.7%), a211oi_1 (4.6%), nand2_1 (4.6%), dfstp_2 (4.0%)
FP Util -> 13.5%
Synthesized area -> 649 um^2
Layout cell share with drive strength beyond 1 -> 52.5%
Area delta synth->final -> 90.6%
Most frequent cell after synthesis -> nand2_1
Core ar. -> 4820 um^2
Synth logic family -> AND-OR/OR-AND gates
Status -> completed
[path summary, 6_finish.rpt]
kind	from	end	slack (ns)	cells after the start
min in group asynchronous	rst_n	current_state[1]	0.56	1
max in group asynchronous	rst_n	current_state[0]	1.75	1
hold reg to reg	current_state[4]	current_state[2]	0.36	0
setup / recovery	player_score[3]	deal_dealer_card[2]	0.09	8
setup reg to reg	current_state[1]	current_state[7]	0.89	6
hold / removal	current_state[4]	current_state[2]	0.36	0
[what timing repair did]
action                                  CTS  global route
cloned                                    0             0
endpoints found under the setup margin    8             8
buffers inserted                          6             0
gates resized                            50            11
pin swaps                                14             9
[metrics by stage]
step / setup slack (ns) / std cells / instance area (um^2)
2_1_floorplan: 0.701 / 72 / 649
3_3_place_gp: -0.619 / 177 / 1070
3_5_place_dp: -0.585 / 177 / 1070
4_1_cts: 0.000558 / 187 / 1220
5_1_grt: 0.0176 / 187 / 1240
6_report: 0.0907 / 187 / 1240
[worst max-delay path, delay by kind of cell]
kind,cells,cell delay (ns)
AND/OR/NAND/NOR,1,0.21
buffers and inverters,4,0.58
adder cells (fa/ha/maj),1,0.35
AND-OR/OR-AND,2,0.33
[layer usage]
metal / vias up / GRT usage [%] / share of wire (%)
met3: 4 / 1.58 / 4.7
li1: 367 / - / -
met2: 16 / 8.89 / 49
met5: - / 0 / 0
met4: 0 / 1.04 / 2.0
met1: 334 / 6.61 / 45
[kinds of logic after synthesis]
kind of cell             Yosys count
buffers and inverters              6
adder cells (fa/ha/maj)            5
flip-flops                         8
other                              1
AND-OR/OR-AND                     23
AND/OR/NAND/NOR                   29
[power breakdown]
group	total [mW]	internal [mW]	switching, mW
logic	0.119	0.0659	0.0529
registers	0.136	0.131	0.00461
clock network	0.154	0.106	0.0476
total	0.409	0.303	0.105
[cells in the final DEF, fill, tap and decap left out, drive strengths merged, types with 2 or more instances in the layout]
| cell type | synthesis | final |
|---|---|---|
| clkdlybuf4s50 | 0 | 3 |
| nor2 | 2 | 2 |
| clkbuf | 0 | 6 |
| dlymetal6s2s | 0 | 4 |
| inv | 6 | 6 |
| or3 | 2 | 2 |
| or2 | 3 | 3 |
| buf | 0 | 29 |
| dfrtp | 7 | 7 |
| a211oi | 4 | 4 |
| clkdlybuf4s15 | 0 | 5 |
| nand3 | 2 | 2 |
| nand2 | 8 | 8 |
| nand2b | 2 | 2 |
| nor3 | 4 | 4 |
| o21a | 2 | 2 |
| o41ai | 2 | 2 |
| a21oi | 6 | 6 |
| and2b | 2 | 2 |
| ha | 4 | 4 |
[final cells by class]
cell class              count  area (um^2)
clock buffers               4         45.0
fillers                   519         3580
inverters                   6         22.5
multi-input cells          58          528
flip-flops and latches      8          201
well taps                  67         83.8
repair buffers             44          357
No activity file was given, so power comes from the tool's default toggle rates.
